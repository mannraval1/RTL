`flow/config.mk`:
```
export PLATFORM = sky130hd
export DESIGN_NAME = counter
export DESIGN_NICKNAME = counter
export VERILOG_FILES = /design/flow/design.v
export SDC_FILE = /design/flow/constraint.sdc
export NUM_CORES = 4
export LEC_CHECK = 1
export CORE_AREA = 10 10 70 70
export DIE_AREA = 0 0 80 80
```
`flow/constraint.sdc`:
```
current_design counter

set clk_period 1.7
set clk_io_pct 0.2

create_clock -name clk0 -period $clk_period [get_ports {clk}]

set non_clock_inputs [all_inputs -no_clocks]
set_input_delay [expr $clk_period * $clk_io_pct] -clock clk0 $non_clock_inputs
set_output_delay [expr $clk_period * $clk_io_pct] -clock clk0 [all_outputs]
```
`flow/design.v`:
```
`timescale 1ns / 1ps
module counter
(
input clk, rst, 
input ld,
input [3:0] ldvalue,
output [3:0] dout 
);
reg [3:0] temp;
initial begin
temp = 0;
end
always@(posedge clk or posedge rst)  
begin
 if(rst == 1'b1)
   begin
   temp <= 4'b0000;
   end
 else 
     begin
       if(ld == 1'b1)
         temp <= ldvalue;
       else
         temp <= temp + 1;
     end
end
assign dout = temp;
endmodule
```
`flow/run.sh`:
```
#!/bin/bash
# OpenROAD 26Q1-2900-gdf79404cd8, Yosys 0.63+post, stock flow scripts
make -C /OpenROAD-flow-scripts/flow DESIGN_CONFIG=/design/flow/config.mk WORK_HOME=/design/flow/orfs finish
```
==> results.json <==
{
  "status": "finished, final reports clean",
  "vias_per_cell": 2.147,
  "tightest_slew_ps": 226.3,
  "crit_arrival_ps": 1120,
  "n_antenna_cell": 0,
  "synth-edff-count": 0,
  "area_leaders": "dfrtp_1 (57%), ha_1 (7.1%), mux2_2 (6.4%)",
  "power_uw": 311.1,
  "grt_pass1_vias": 193,
  "min_period_over_period_pct": 85.64,
  "common_cells": "dfrtp_1 (4), nand2_1 (3), o21ai_0 (2)",
  "postSynthAreaPerCell_sq_um": 11.03,
  "cts_buffers": 3,
  "place_ws_ps": 288.3,
  "synth_top_cell_by_count": "dfrtp_1",
  "cts_hold_buf": 0,
  "yosysCellCount": 16,
  "grt_max_degree": 8,
  "antenna_found_initial": 0,
  "warning_count": 25,
  "cp.required_ps": 1360,
  "dieWidth_um": 80,
  "seq_area_frac_synth_pct": 56.74,
  "critPathTopFamily": "buffers and inverters",
  "yosys_warnings": 1,
  "hold_viol": 0,
  "clockRootBuffer": "clkbuf_4",
  "flop_cell": "dfrtp_1",
  "yosysTopAreaCellShare_pct": 56.74,
  "clkLatencyLatePin_ps": 240,
  "worstSetupPathType": "flip-flop to output port",
  "fin_skew_ps": 2.504,
  "regMostFlops": "temp",
  "slew_viol_final": 0,
  "row_count": 21,
  "crit_buf_inv": 1,
  "synth-async-reset-ratio_pct": 100.0,
  "ys_area_sq_um": 176.4,
  "place_area_sq_um": 334.1,
  "largest_reg_flops": 4,
  "leakage_nw": 0.1340,
  "drive_above_1_share_pct": 13.79,
  "peakVddDrop_mv": 0.4624,
  "syn_area_sq_um": 176.4,
  "dieArea_sq_mm": 0.006400,
  "setup_ws_ps": 244.2,
  "slew_headroom_pct": 84.87,
  "top_regs": "temp (4)",
  "avgRoutedWirePerCell_um": 7.947,
  "die_h_um": 80,
  "drcViolationCount": 0,
  "grt_usage_pct": 2.204,
  "io_buffers": 10,
  "path_max_fanout": 3,
  "cpMaxStageDelayCell": "clkdlybuf4s50_1",
  "fin_crit_ps": 1456,
  "drt_wl_total_um": 596,
  "tns_ps": 0,
  "initial_utilization_pct": 5.165,
  "place_congestion": 0.7297,
  "rsz0062_at_grt": "no",
  "yosysTopAreaCell": "dfrtp_1",
  "cts_resized": 0,
  "drt_pass1_iterations": 3,
  "cts.sinks": 4,
  "htreeDepth": 1,
  "ys_types": 10,
  "path_clk_slew_ps": 40,
  "drt_iter0_markers": 7,
  "critPathMaxStageDelay_ps": 500,
  "syn_inst": 16,
  "drt.antenna.violating_nets": 0,
  "num_vias": 161,
  "cp-start-kind": "flip-flop",
  "endpoint_kind": "output port",
  "areaGrowthSynthToFinish_pct": 102.1,
  "fin_area_sq_um": 356.6,
  "worstHoldPathType": "input port to asynchronous set/reset pin",
  "core-area_sq_mm": 0.003416,
  "post-cts-setup-buffer-count": 0,
  "grt_pass1_wl_mm": 1.028,
  "num_io_pins": 11,
  "cts_tree": "yes",
  "synth-seq-cells": 4,
  "clockBufferDepth": 2,
  "powerDensity_mw_per_mm2": 872.5,
  "max_freq_mhz": 686.9,
  "crit_chain": "clkdlybuf4s50_1",
  "cap_violations": 0,
  "nFillCells": 412,
  "overflow": 0,
  "setup_viol": 0
}
## cells by family (layout without fill, tap and decap cells)
group	after synthesis	count (layout)	share of synthesized area, %
compound gates	3	3	8.508
xor+xnor	2	2	9.931
fa+ha+maj	1	1	7.091
buf+inv	1	14	2.126
flops	4	4	56.74
mux	1	1	6.383
simple gates	4	4	9.217
## worst paths after layout
kind                       startpoint      end  slack (ps)  cells after the start
min                               rst  temp[3]         290                      2
min reg2reg                   temp[0]  temp[0]         520                      1
max in group asynchronous         rst  temp[1]        1260                      2
max reg2reg                   temp[0]  temp[1]         640                      2
min in group clk0             temp[0]  temp[0]         520                      1
max                           temp[2]  dout[2]         240                      1
## per-stage QoR
step           hold slack [ps]  std cells  utilization [%]
3_3_place_gp             497.8         72            9.780
5_1_grt                  301.3         75            10.44
3_5_place_dp             512.7         72            9.780
4_1_cts                  291.7         75            10.44
2_1_floorplan            106.1         16                -
6_report                 292.0         75            10.44
## area by class of cell
class | instances | area (sq um) | share of cell area [%]
clock buffer | 3 | 22.52 | 6.316
inverter | 1 | 3.754 | 1.053
multi-input combinational | 11 | 72.57 | 20.35
sequential | 4 | 100.1 | 28.07
tap | 46 | 57.56 | 16.14
timing repair buffer | 10 | 100.1 | 28.07
## power breakdown
group	total, mW	internal [mW]	switching (mW)
Combinational	0.0702	0.0511	0.0191
Clock	0.118	0.0790	0.0389
Sequential	0.123	0.110	0.0129
## cell usage in the layout (no fill, tap or decap)
cell type / instances
ha_1: 1
clkdlybuf4s50_1: 10
mux2_2: 1
xor2_1: 1
o21ai_0: 2
clkbuf_4: 3
nand2_1: 3
o21ai_1: 1
xnor2_1: 1
nand3_1: 1
dfrtp_1: 4
inv_1: 1
## worst register-to-register path: stages (launching register included)
cell	delay, ps
dfrtp_1	400
ha_1	290
mux2_2	250
## layer usage
metal | GRT usage [%] | share of wire (%) | vias to the layer above
met3 | 1.932 | 13 | 2
met2 | 1.846 | 17 | 15
met4 | 0.5282 | 1.3 | 0
met5 | 0 | 0 | -
met1 | 3.474 | 68 | 63
li1 | - | - | 81
No activity file was given, so power comes from the tool's default toggle rates.
