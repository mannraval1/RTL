==> design.v <==
module sevenSegmentDisplay (
input [3:0] bin,
output [6:0] sout
);
reg [7:0] temp = 0;
always@(*)
begin
case(bin)
4'b0000: temp = 8'hFC;
4'b0001: temp = 8'h60;
4'b0010: temp = 8'hDA;
4'b0011: temp = 8'hF2;
4'b0100: temp = 8'h66;
4'b0101: temp = 8'hB6;
4'b0110: temp = 8'hBE;
4'b0111: temp = 8'hE0;
4'b1000: temp = 8'hFE;
4'b1001: temp = 8'hF6;
default : temp = 8'h00;
endcase
end
assign sout = temp[7:1];
endmodule
==> run.sh <==
#!/bin/bash
# OpenROAD 26Q1-2900-gdf79404cd8, Yosys 0.63+post, stock flow scripts
make -C /OpenROAD-flow-scripts/flow DESIGN_CONFIG=/design/flow/config.mk WORK_HOME=/design/flow/orfs finish
==> config.mk <==
export PLATFORM = sky130hd
export DESIGN_NAME = sevenSegmentDisplay
export DESIGN_NICKNAME = sevenSegmentDisplay
export VERILOG_FILES = /design/flow/design.v
export SDC_FILE = /design/flow/constraint.sdc
export NUM_CORES = 4
export LEC_CHECK = 1
export CORE_AREA = 10 10 70 70
export DIE_AREA = 0 0 80 80
==> constraint.sdc <==
current_design sevenSegmentDisplay

set clk_period 1.0
set clk_io_pct 0.2

create_clock -name clk0 -period $clk_period

set non_clock_inputs [all_inputs -no_clocks]
set_input_delay [expr $clk_period * $clk_io_pct] -clock clk0 $non_clock_inputs
set_output_delay [expr $clk_period * $clk_io_pct] -clock clk0 [all_outputs]
==> impl_metrics.toml <==
# synthesis and place-and-route metrics
[floorplanning]
io_pins = 11
core_sq_um = 3420
die-area_sq_um = 6400
initCoreUtil_pct = 6.41
rows = 21
die_w_um = 80
die_y_um = 80

[setup_path]
endpoint = "sout[1]"
cp_top_family = "buffers and inverters"
path_depth = 7
cp_cell_sequence = "buf_8, inv_2, buf_6, ha_4, mux2i_2, o22ai_1, buf_2"
worst-endpoint-arrival_ps = 960
cp_slowest_cell = "mux2i_2"
start_kind = "input pin"
path_class = "in -> out"
cp_max_fo = 3
crit_path_max_incr_delay_ps = 160
path_buffers = 4
cp-startpoint = "bin[0]"
cp.required_ps = 800
endpoint_kind = "output pin"

[synth]
topCellsByArea = "ha_1, o22ai_1, buf_6"
ys_sh_aoi_pct = 28.6
top_area_cell = "ha_1"
yosys_cells = 28
syn_area_sq_um = 219
synth_seq_share_pct = 0
synthCells = 28
ys_area_sq_um = 219
synth.avg_cell_area_sq_um = 7.82
yosysWarningCount = 1
synth.distinct_cells = 13
ys_sh_simple_pct = 9.71
netlist.area_leader.share_pct = 34.3
mux_area_share_pct = 4.57
adder_share_pct = 34.3
ys_sh_xor_pct = 4.00
ys_top_logic_family = "adder cells"

[timing]
relSlewSlack_pct = 88.8
finalWorstSetupSlack_ps = -158
worstMarginPinSlew_ps = 165
rsz0062_at_grt = "true"
period_needed_ps = 1160
slew_viol_final = 0
fin_crit_sh_pct = 116
fmax_mhz = 864
hold_viol = 0
setup_viol = 7

[placed_design]
place_ws_ps = -1010
port_buffers = 11
place.gp.congestion = 0.702
dp_hpwl_um = 573

[pwr]
max-vdd-ir-drop_mv = 0.102
finalPower_mw = 0.193
internal-power_mw = 0.110
comb_power_share_pct = 100.0
power_per_cell_area_nw_per_um2 = 380
p_sw_mw = 0.0828
seq_power_share_pct = 0
switching_share_pct = 42.9
pwr-share-clk_pct = 0
p_leak_nw = 0.208

[cells_and_area]
flop_area_sq_um = 0
clock_buffers = 0
flop-count = 0
drive_above_1_share_pct = 77.8
area_growth_pct = 132

[global_route]
grt.total_usage_pct = 2.49
grt-ovfl-total = 0
grt_max_degree = 11
first_global_vias = 276
grt_first_pass_wirelength_um = 1350
antenna_found_initial = 0

[route]
drtAntennaViolNets = 0
via_per_inst = 2.70
wl_per_cell_um = 8.65
dr.pass1.iters = 3
drtIter0Drc = 9
drc = 0
routed_wl_um = 787
antenna_cells = 0
vias = 246

[job]
maxCapViolCount = 0
warning_count = 39

[outcome]
outcome = "finished with violations"
violations = "setup timing"

[hold_path]
hp-class = "in -> out"

[clock_tree]
hold_buffers = 0
[cells in the final DEF, fill, tap and decap left out, types with 2 or more instances in the layout]
cell     count
buf_2        8
o22ai_1      4
ha_4         4
buf_6        4
buf_4        3
inv_2        2
a21oi_2      2
inv_1        2
buf_8        2
[how the worst min path moves through the flow]
stage,from,end,slack (ps),cells after the start
after CTS,bin[2],sout[2],790,3
after global routing,bin[2],sout[2],810,3
final,bin[3],sout[5],780,3
[synth_stat cells]
cell type and instances:
o21ai_0 1, a21oi_1 2, xnor2_1 1, mux2i_1 1
ha_1 6, inv_1 4, inv_2 1, o21a_1 1
o22ai_1 5, a21o_2 1, nand2b_4 1, buf_6 2
nor2_1 2
[kinds of logic (layout without fill, tap and decap cells)]
group / after synthesis / after routing
adders and majority gates: 6 / 6
buffers and inverters: 7 / 24
muxes: 1 / 1
and+or+nand+nor: 3 / 3
AOI/OAI and AO/OA: 10 / 10
xor gates and xnor gates: 1 / 1
[repair_timing]
item,CTS,global route
setup endpoints to repair,7,7
gates resized,64,7
pin swaps,10,4
buffers inserted,3,0
[power groups by stage]
| stage | Combinational [mW] | Sequential [mW] | Clock (mW) |
|---|---|---|---|
| CTS | 0.179 | 0 | 0 |
| global route | 0.217 | 0 | 0 |
| finish | 0.193 | 0 | 0 |
[routing by layer]
metal / track usage, % / vias to the layer above / wire length [um]
li1: - / 128 / -
met1: 3.63 / 108 / 396
met2: 3.13 / 10 / 253
met3: 1.59 / 0 / 138
met4: 0 / 0 / 0
met5: 0 / - / 0
[per-stage QoR]
step	cells	instance area, sq um	setup TNS, ps	hold WS (ps)	util (%)
2_1_floorplan	28	219	0	504	-
3_3_place_gp	88	402	-6580	1540	11.8
3_5_place_dp	88	402	-6690	1540	11.8
4_1_cts	91	485	-822	786	14.2
5_1_grt	91	508	-1100	807	14.9
6_report	91	508	-763	779	14.9
[final cells by class]
class / instances / area, sq um
well taps: 46 / 57.6
inverters: 5 / 26.3
fillers: 391 / 2910
multi-input cells: 21 / 259
repair buffers: 19 / 165
[worst min-delay path: stages]
cell      delay [ps]
clkbuf_4         210
o21ai_2           70
buf_2            100
Power is estimated from default activity; no workload was simulated.
